## config.mk

```make
export PLATFORM = sky130hd
export DESIGN_NAME = radix4fft
export DESIGN_NICKNAME = radix4fft
export VERILOG_FILES = /design/flow/design.v
export SDC_FILE = /design/flow/constraint.sdc
export NUM_CORES = 4
export LEC_CHECK = 1
export CORE_AREA = 10 10 70 70
export DIE_AREA = 0 0 80 80
```

## constraint.sdc

```tcl
current_design radix4fft

set clk_period 1.5
set clk_io_pct 0.2

create_clock -name clk0 -period $clk_period

set non_clock_inputs [all_inputs -no_clocks]
set_input_delay [expr $clk_period * $clk_io_pct] -clock clk0 $non_clock_inputs
set_output_delay [expr $clk_period * $clk_io_pct] -clock clk0 [all_outputs]
```

## design.v

```verilog
`timescale 1ns / 1ps
module radix4fft(
    input [3:0] x,
    output [11:0] yReal,
    output [11:0] yImag
    );
	 assign yReal[2:0] = x[0] + x[1] + x[2] + x[3];
	 assign yImag[2:0] = 0;
	 assign yReal[5:3] = x[0] - x[2];
	 assign yImag[5:3] = x[3] - x[1];
	 assign yReal[8:6] = x[0] + x[2] - x[1] - x[3];
	 assign yImag[8:6] = 0;
	 assign yReal[11:9] = x[0] - x[2];
	 assign yImag[11:9] = x[1] - x[3];
endmodule
```

## run.sh

```bash
#!/bin/bash
# OpenROAD 26Q1-2900-gdf79404cd8, Yosys 0.63+post, stock flow scripts
make -C /OpenROAD-flow-scripts/flow DESIGN_CONFIG=/design/flow/config.mk WORK_HOME=/design/flow/orfs finish
```

==> CHANGELOG.md <==
### Changed

- Synthesized instance count: 33
- CP arrival: 1.65 ns
- DRT antenna net count: 0
- DR vias/cell: 2.37
- Core ar.: 3420 um^2
- Netlist cell types: 5
- IO Count: 28
- Clk_buf instances: 0
- Row count: 21
- Leakage: 0.302 nW
- Hold/Removal Path Class: in2out
- Ys Warns: 0
- Global route overflow: 0
- Failing checks: negative setup slack
- Worst hold start: x[0]
- RePlAce Congestion: 0.774
- CP required: 1.20 ns
- OpenROAD warning count: 38
- Routed WL per cell: 8.85 um
- Seq. cell area: 0 um^2
- Die X: 80 um
- RSZ-0062 raised after global routing: yes
- Synth-to-Final Area Change: 136%
- Max Clock Freq: 512 MHz
- Filler Cell Count: 390
- Yosys cell count: 33
- DR pass1 iterations: 2
- Pwr Total: 0.217 mW
- Layout cell share with drive strength beyond 1: 58.9%
- Peak supply drop: 0.0543 mV
- Die height: 80 um
- Pin count of the biggest net entering global routing: 5
- GR Util All Layers: 2.36%
- Hold EP: yReal[6]
- Hold Fails Final Rpt: 0
- Final setup viols: 10
- Final wirelength: 903 um
- Hold Path Stages: 4
- Synth area leader: ha_1
- Minimum clock period: 1.95 ns
- Startpoint Class: input pin
- Status: complete, but fails checks
- Crit path kind: in2out
- Critical path endpoint category: output pin
- Flop count: 0
- Hpwl dp: 773 um
- Synthesized cell area: 275 um^2
- Initial antenna violation count: 0
- Most frequent cells after synthesis: 13 x buf_4, 9 x inv_1, 8 x ha_1
- # hold bufs at CTS: 0
- 1st-iter DRT viols: 6
- Final setup margin: -0.453 ns
- Slew Limit Fails: 0
- Vias in the first global route: 259
- Final Cycle Share: 130%
- Port bufs: 22
- YS chip area: 275 um^2
- Top-count cell post-synth: buf_4
- Max-cap violations: 0
- Synth Area per Inst: 8.34 um^2
- Inserted Diodes: 0
- Die area: 6400 um^2
- Area leader share: 36.4%
- Top cells, area: ha_1 36%, buf_4 35%, fa_1 15%
- CP Max Fanout: 3
- Register share after synthesis: 0%
- Post-place setup slack: -1.28 ns
- First-pass GRT wire length: 1260 um
- Fp_density: 8.06%
- DRC: 0
- Vias post-DR: 242
- Pwr dens: 335 nW/um^2
[placed cells by master, fill, tap and decap left out]
cell type / instances
inv_2: 4
dlymetal6s2s_1: 2
fa_1: 2
buf_6: 10
buf_4: 7
inv_4: 2
conb_1: 6
ha_4: 6
inv_1: 2
ha_2: 1
buf_8: 1
clkdlybuf4s50_1: 9
ha_1: 1
dlygate4sd2_1: 1
buf_2: 1
clkinvlp_4: 1
[worst max-delay path by stage]
stage / from / endpoint / cells after the start / slack (ns)
finish: x[1] / yReal[7] / 9 / -0.45
global route: x[1] / yReal[7] / 9 / -0.51
CTS: x[1] / yReal[7] / 9 / -0.48
[cell families after synthesis]
| logic type | Yosys count | synth area share [%] |
|---|---|---|
| buf+inv | 22 | 47.7 |
| fa+ha+maj | 10 | 50.9 |
| other cells | 1 | 1.36 |
[metal layers]
layer  wire [um]  part of all wire, %  vias to the layer above  track usage, %
met1         355                   39                      103            2.66
met5           0                    0                        -               0
met2         448                   50                       17            4.33
li1            -                    -                      122               -
met3          98                   11                        0           0.909
met4           0                    0                        0               0
[report_power, final]
part | switching [mW] | internal, mW | total, mW
Sequential | 0 | 0 | 0
Clock | 0 | 0 | 0
Combinational | 0.0685 | 0.149 | 0.217
Total | 0.0685 | 0.149 | 0.217
[area by class of cell]
class	count	area (um^2)	area share (%)
Timing Repair Buffer	31	309	47.6
Inverter	9	42.5	6.55
Tap cell	46	57.6	8.86
Multi-Input combinational cell	16	240	37.0
[metrics by stage]
stage,util (%),setup TNS (ns),instances,hold slack (ns),area (um^2)
final,19.0,-2.46,102,0.982,649
after global routing,19.0,-3.01,102,0.994,649
after CTS,17.2,-3.18,101,1.02,587
after detailed placement,15.4,-13.31,99,1.64,526
after global placement,15.4,-13.06,99,1.63,526
after floorplan,-,-0.351,38,0.681,300
[worst max-delay path, stage by stage]
cell	delay, ns
buf_8	0.08
clkinvlp_4	0.10
buf_6	0.13
fa_1	0.51
ha_4	0.13
inv_2	0.04
ha_4	0.24
inv_2	0.03
buf_6	0.10
[timing repair]
item / CTS / global route
buffers inserted: 2 / 1
setup endpoints to repair: 18 / 18
gates resized: 56 / 14
pin swaps: 6 / 5
Power figures rest on the tool's default switching activity, not on a simulated workload.
