### flow/run.sh
#!/bin/bash
# OpenROAD 26Q1-2900-gdf79404cd8, Yosys 0.63+post, stock flow scripts
make -C /OpenROAD-flow-scripts/flow DESIGN_CONFIG=/design/flow/config.mk WORK_HOME=/design/flow/orfs finish
### flow/config.mk
export PLATFORM = sky130hd
export DESIGN_NAME = radix2fft
export DESIGN_NICKNAME = radix2fft
export VERILOG_FILES = /design/flow/design.v
export SDC_FILE = /design/flow/constraint.sdc
export NUM_CORES = 4
export LEC_CHECK = 1
export CORE_AREA = 10 10 70 70
export DIE_AREA = 0 0 80 80
### flow/constraint.sdc
current_design radix2fft

set clk_period 1.3
set clk_io_pct 0.2

create_clock -name clk0 -period $clk_period

set non_clock_inputs [all_inputs -no_clocks]
set_input_delay [expr $clk_period * $clk_io_pct] -clock clk0 $non_clock_inputs
set_output_delay [expr $clk_period * $clk_io_pct] -clock clk0 [all_outputs]
### flow/design.v
`timescale 1ns / 1ps
module radix2fft(
	 input [3:0] x,
	 output [11:0] yReal,
	 output [11:0] yImag
    );
	 wire [11:0] temp;
	 dftcalc A(x[0], x[2], temp[2:0], temp[5:3]);
	 dftcalc B(x[1], x[3], temp[8:6], temp[11:9]);
				assign yReal[2:0] = temp[2:0] + temp[8:6];
				assign yImag[2:0] = 0;
				assign yReal[5:3] = temp[5:3];
				assign yImag[5:3] = -temp[11:9];
				assign yReal[8:6] = temp[2:0] - temp[8:6];
				assign yImag[8:6] = 0;
				assign yReal[11:9] = temp[5:3];
				assign yImag[11:9] = temp[11:9];
endmodule
module dftcalc(
	input x,
	input y,
	output [2:0] x1,
	output [2:0] x2
	);
	assign x1 = x + y;
	assign x2 = x - y;
endmodule
==> reports/metrics.yaml <==
pre_cts_slack_ns: -1.10
power.density_nw_per_um2: 387
ant_nets: 0
grt_start_max_net_pins: 5
crit_type: "in -> out"
antenna_found_initial: 0
n_antenna_cell: 0
setup_slack_ns: -0.220
die_h_um: 80
cts-hold-fix-buffers: 0
place_congestion: 0.698
chip_area_um2: 6400
grt_pass1_wl_um: 1350
cp-start-kind: "input pin"
rsz0062_at_grt: "yes"
io_pins: 28
fmax_mhz: 658
worstSetupEndpointType: "primary output"
finalCritPeriodShare: 1.17
area_growth_pct: 111
cp.required_ns: 1.04
status: "finished, violations left"
final_common_cell: "clkdlybuf4s50_1"
io_buffers: 22
crit_fanout: 3
vias: 255
ys_seq_frac: 0
syn_inst: 36
synthDistinctLibCells: 7
top_area_frac: 0.437
die_w_um: 80
drtIter0Drc: 1
overflow: 0
wl_per_cell_um: 8.51
hold_path.class: "in -> out"
synth_chip_area_um2: 287
fp_util: 0.0839
syn_avg_cell_area_um2: 7.96
failed_checks: "negative setup slack"
syn_area_um2: 287
via_per_inst: 2.52
cp_slowest_stage_delay_ns: 0.18
warnings: 39
crit_end: "yReal[2]"
track_usage: 0.0247
placed_cell_area_um2: 533
p_total_mw: 0.234
top_area_cell: "ha_1"
drv_slew: 0
regArea_um2: 0
irDropWorstVdd_mv: 0.0862
ff_count: 0
final_core_util: 0.177
critPathLaunch: "x[0]"
topCellsByArea: "ha_1, buf_4, inv_1"
firstDrtPassIters: 2
cp.arrival_ns: 1.26
timing.final.hold_violations: 0
cp_slowest_cell: "ha_2"
final_cell_area_um2: 604
crit_chain: "buf_8, ha_2, xnor2_2, inv_1, ha_4, a21o_2, buf_2"
core_region_area_um2: 3420
synth_warnings: 0
p_leak_nw: 0.276
grt_pass1_vias: 275
whs_ns: 0.936
final_cell_mix: "clkdlybuf4s50_1, ha_4, conb_1, buf_2"
layout-drive-gt1-share: 0.691
ys_cells: 36
setup_violations: 5
num-clock-buffers: 0
rows: 21
min_period_ns: 1.52
cap_viol_max_count: 0
routed_wirelength_um: 860
drc: 0
what timing repair did:
action                     in CTS  in global routing
cloned                          0                  0
pin swaps                       5                  2
gates resized                  66                 10
buffers inserted                2                  1
setup endpoints to repair      18                 10
critical path, delay by kind of cell:
kind                       cells  cell delay [ns]
AOI/OAI and AO/OA              1             0.17
xor gates and xnor gates       1             0.18
adders and majority gates      2             0.34
buffers and inverters          3             0.30
through the flow:
stage,instances,setup TNS [ns]
finish,101,-0.702
global route,101,-1.01
CTS,100,-0.934
detailed placement,98,-12.02
global placement,98,-11.82
floorplan,41,0
power breakdown:
group,total (mW),switching [mW],internal (mW)
Sequential,0,0,0
Clock,0,0,0
Combinational,0.234,0.0797,0.154
Total,0.234,0.0797,0.154
cells in the mapped netlist (all sizes together):
cell type,instances
a21oi,1
xnor2,1
ha,10
a21o,1
inv,8
conb,1
buf,14
area by class of cell:
cell class / count / area, µm²
well taps: 46 / 57.6
fillers: 389 / 2810
repair buffers: 28 / 243
multi-input cells: 19 / 264
inverters: 8 / 40.0
metal layers:
layer  vias to the layer above  wire (µm)  GRT usage
met5                         -          0          0
met4                         0          0          0
met3                         0        143     0.0114
met2                        16        358     0.0393
met1                       113        358     0.0317
li1                        126          -          -
worst min path at each step:
stage	end	cells after the start	from
final	yReal[8]	4	x[0]
after CTS	yReal[8]	4	x[2]
after global routing	yReal[8]	4	x[0]
logic make-up (layout without fill, tap and decap cells):
logic type / count (synthesis) / after routing / synth area share
compound gates: 2 / 2 / 0.0480
xor+xnor: 1 / 1 / 0.0306
fa+ha+maj: 10 / 10 / 0.437
buf+inv: 22 / 36 / 0.472
other cells: 1 / 6 / 0.0131
No activity file was given, so power comes from the tool's default toggle rates.
